--- design/flow/constraint.sdc ---
current_design signextend

set clk_period 2.8
set clk_io_pct 0.2

create_clock -name clk0 -period $clk_period

set non_clock_inputs [all_inputs -no_clocks]
set_input_delay [expr $clk_period * $clk_io_pct] -clock clk0 $non_clock_inputs
set_output_delay [expr $clk_period * $clk_io_pct] -clock clk0 [all_outputs]
--- design/flow/run.sh ---
#!/bin/bash
# OpenROAD 26Q1-2900-gdf79404cd8, Yosys 0.63+post, stock flow scripts
make -C /OpenROAD-flow-scripts/flow DESIGN_CONFIG=/design/flow/config.mk WORK_HOME=/design/flow/orfs finish
--- design/flow/config.mk ---
export PLATFORM = sky130hd
export DESIGN_NAME = signextend
export DESIGN_NICKNAME = signextend
export VERILOG_FILES = /design/flow/design.v
export SDC_FILE = /design/flow/constraint.sdc
export NUM_CORES = 4
export LEC_CHECK = 1
export CORE_AREA = 10 10 83 83
export DIE_AREA = 0 0 93 93
--- design/flow/design.v ---
`timescale 1ns / 1ps
module signextend (
	input wire [31:0]if_inst_i,
	output reg [63:0]se_data_o
);
	wire [31:0] imm_itype;
	wire [31:0] imm_stype;
	wire [31:0] imm_btype;
	wire [31:0] imm_utype;
	wire [31:0] imm_jtype;
	wire [63:0] imm_uitype;
	wire [63:0] imm_shamt;
	wire [63:0] imm_shamt_big;
	wire [31:0] sign_extended;
	assign imm_shamt_big = {{57 {if_inst_i[26]}}, if_inst_i[26:20]};
	assign imm_shamt = {{58 {if_inst_i[25]}}, if_inst_i[25:20]};
	assign imm_itype = {{20 {if_inst_i[31]}}, if_inst_i[31-:12]};
	assign imm_stype = {{20 {if_inst_i[31]}}, if_inst_i[31-:7], if_inst_i[11-:5]};
	assign imm_btype = {{20 {if_inst_i[31]}}, if_inst_i[7], if_inst_i[30-:6], if_inst_i[11-:4], 1'b0};
	assign imm_utype = {if_inst_i[31-:20], 12'b000000000000};
	assign imm_jtype = {{11 {if_inst_i[31]}}, if_inst_i[31], if_inst_i[19-:8], if_inst_i[20], if_inst_i[30-:10], 1'b0};
	assign imm_uitype = {{59 {1'b0}}, if_inst_i[19-:5]};
	assign sign_extended = {32 {if_inst_i[31]}};
	always @(*)
	begin
			case (if_inst_i[6-:7])
			7'b0110111, 7'b0010111: se_data_o = {sign_extended, imm_utype};
			7'b1101111: se_data_o = {sign_extended, imm_jtype};
			7'b1100111, 7'b0000011: se_data_o = {sign_extended, imm_itype};
			7'b0010011:
				case (if_inst_i[14-:3])
					3'b001, 3'b101: se_data_o = imm_shamt_big;
					default: se_data_o = {sign_extended, imm_itype};
				endcase
			7'b0011011:
				case (if_inst_i[14-:3])
					3'b001, 3'b101: se_data_o = imm_shamt;
					default: se_data_o = {sign_extended, imm_itype};
				endcase
			7'b1100011: se_data_o = {sign_extended, imm_btype};
			7'b0100011: se_data_o = {sign_extended, imm_stype};
			7'b1110011:
				case (if_inst_i[14-:3])
					3'b001, 3'b010, 3'b011, 3'b101, 3'b110, 3'b111, 3'b000: se_data_o = {sign_extended, imm_itype};
					default: se_data_o = 64'b0000000000000000000000000000000000000000000000000000000000000000;
				endcase
			default: se_data_o = 64'b0000000000000000000000000000000000000000000000000000000000000000;
		endcase
    end
endmodule
==> results.py <==
# Synthesis and PnR figures
metrics = {
    "grt": {
        "antenna_found_initial": 0,
        "grt_pass1_wl_um": 8148,
        "grt.total_usage": 0.1125,
        "grt_pass1_vias": 1506,
        "grt_max_degree": 21,
        "overflow": 0,
    },
    "timing": {
        "post-route-period-util": 1.006,
        "fin_crit_ns": 2.816,
        "fmax_mhz": 355.1,
        "worst_pin_slew_ns": 0.2744,
        "finalSetupViolCount": 5,
        "slew_violations": 0,
        "finalHoldViolCount": 0,
        "max_slew_margin": 0.8171,
        "hold_slack_ns": 1.668,
        "rsz0062_at_grt": "true",
        "layout_setup_ws_ns": -0.01594,
    },
    "setup_path": {
        "cp_max_fo": 17,
        "cpMostUsedCell": "buf_4",
        "slowest_delay_ns": 0.57,
        "cp_slowest_cell": "or4b_4",
        "crit_path_end_kind": "primary output",
        "worst_setup_path_start_kind": "input port",
        "crit_buf_inv": 4,
        "path_class": "input port to primary output",
        "cp_top_family": "buffers and inverters",
        "critPathArrivalTime_ns": 2.26,
        "cp.required_ns": 2.24,
        "crit_chain": "buf_4 -> or4b_4 -> nor2_4 -> a21oi_2 -> nand3_2 -> buf_4 -> buf_12 -> clkdlybuf4s50_1",
    },
    "clock_tree": {
        "cts_hold_buf": 0,
    },
    "detailed_routing": {
        "drtPass1Iterations": 4,
        "drcViolationCount": 0,
        "antenna_cells": 0,
        "drtAntennaViolNets": 0,
        "wl_per_cell_um": 15.76,
        "drtIter0Drc": 93,
        "vias_per_cell": 4.681,
        "vias": 1587,
        "wl_um": 5342,
    },
    "logic_synthesis": {
        "logic_family": "simple AND/OR/NAND/NOR gates",
        "mux_share": 0.02028,
        "synth.area.top_cells": "buf_4 24%, nand3_1 16%, a21oi_1 8.6%, nand2_1 5.7%, a22o_1 3.5%",
        "ys_seq_share": 0,
        "yosys.area_share.adder": 0,
        "yosys.area_share.aoi": 0.2776,
        "netlist_area_um2": 987.2,
        "yosys_area_um2": 987.2,
        "synth.yosys.warnings": 1,
        "xor_share": 0,
        "top_cell_area_share": 0.2433,
        "postSynthAreaPerCell_um2": 6.209,
        "ys_types": 35,
        "synthCells": 159,
        "ys_cells": 159,
        "synthSimpleGateAreaFrac": 0.3853,
        "synthDominantAreaCellType": "buf_4",
    },
    "min_path": {
        "hold_path.class": "input port to primary output",
        "hold_depth": 4,
        "worstHoldStart": "if_inst_i[14]",
        "min_to": "se_data_o[14]",
    },
    "cells_and_area": {
        "flop_area_um2": 0,
        "fill_cells": 485,
        "fin_area_um2": 2374,
        "combGateArea_um2": 824.5,
        "syn_to_final_growth_pct": 140.4,
        "nClkBuffers": 0,
        "drive_above_1_share": 0.3494,
        "flops": 0,
        "final_core_util": 0.4618,
    },
    "placement": {
        "place_area_um2": 2054,
        "place_congestion": 0.8767,
        "dp_hpwl_um": 4102,
        "pre_cts_ws_ns": -0.5242,
        "portBuffers": 96,
    },
    "job": {
        "cap_violations": 0,
        "tool_warnings": 34,
    },
    "floorplan": {
        "dieArea_um2": 8649,
        "ios": 96,
        "fp-utilization": 0.1921,
        "rows": 26,
        "core-area_um2": 5140,
        "die_x_um": 93,
        "die_y_um": 93,
    },
    "run_status": {
        "outcome": "finished, violations left",
        "violations": "negative setup slack",
    },
    "pwr": {
        "powerDensity_nw_per_um2": 83.52,
        "total_power_mw": 0.1982,
        "ir_drop_uv": 32.85,
        "p_leak_nw": 1.487,
    },
}
[where the power goes]
| part | total [mW] | leakage, nW | internal, mW | switching (mW) |
|---|---|---|---|---|
| registers | 0 | 0 | 0 | 0 |
| clock network | 0 | 0 | 0 | 0 |
| logic | 0.198 | 1.49 | 0.121 | 0.0770 |
[tightest hold or removal path: cells and delay by family]
family | cells | cell delay [ns]
buffers and inverters | 2 | 0.43
and+or+nand+nor | 2 | 0.12
[worst max-delay path by stage]
stage                    to  cells past startpoint    startpoint  slack [ns]
CTS            se_data_o[9]                     10  if_inst_i[6]       -0.03
global route  se_data_o[37]                      8  if_inst_i[2]       -0.08
finish        se_data_o[37]                      8  if_inst_i[2]       -0.02
[what timing repair did]
action | 4_1_cts | 5_1_grt
endpoints found under the setup margin | 64 | 40
gates resized | 106 | 27
buffers inserted | 15 | 3
pin swaps | 12 | 9
cloned | 3 | 0
[per-stage QoR]
| stage | std cells | TNS (ns) |
|---|---|---|
| 3_5_place_dp | 321 | -25.87 |
| 3_3_place_gp | 321 | -26.73 |
| 6_report | 339 | -0.05348 |
| 2_1_floorplan | 159 | 0 |
| 5_1_grt | 339 | -0.6091 |
| 4_1_cts | 339 | -0.06960 |
[cell usage in the layout, fill, tap and decap left out, types with 3 or more instances in the layout]
cell and n:
buf_4 42, inv_1 4, dlymetal6s2s_1 19, clkdlybuf4s15_1 3, nor3_1 3, buf_2 8, a21oi_1 15, dlygate4sd2_1 31
clkdlybuf4s50_1 36, a22o_1 4, o21ai_0 5, nand3_2 5, nand3_1 26, nand2_1 14, buf_6 11
[synth_stat cells (all sizes together)]
master   number
clkbuf        3
o21ai         8
nand3        31
o22ai         2
nor2          4
or4b          1
mux2i         2
nand2b        2
nor4          3
nor2b         2
nor3b         1
o211ai        1
a31oi         2
a2111oi       1
or3           1
or3b          1
inv           4
nand4b        2
nand2        15
a21oi        17
a22o          4
a21boi        1
nor3          4
buf          40
a211oi        2
a41oi         1
a31o          1
nor4b         1
or2           1
o2111ai       1
[final cells by class]
type,instances,area share
inverters,4,0.006326
well taps,70,0.03690
repair buffers,153,0.6094
multi-input cells,112,0.3474
[per-layer routing]
metal  track usage  wire [um]  up-vias
met2        0.1805       2326       86
met4             0          0        0
li1              -          -      769
met5             0          0        -
met1        0.1535       2500      732
met3       0.03554        516        0
[cell families after synthesis]
group / after synthesis
buffers and inverters: 47
AOI/OAI and AO/OA: 41
muxes: 2
and+or+nand+nor: 69
Power figures rest on the tool's default switching activity, not on a simulated workload.
